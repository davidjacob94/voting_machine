==> flow/design.v <==
module vga_out(clk, rst,VGA_R, VGA_G, VGA_B,VGA_HS, VGA_VS,VGA_CLK,VGA_SYNC, VGA_BLANK,in1,in2);
input clk,rst;
input [15:0] in1;
input [15:0] in2;
reg [15:0] height1;
reg [15:0] height2;
output [7:0] VGA_R, VGA_G, VGA_B;
output VGA_BLANK, VGA_SYNC, VGA_CLK, VGA_HS, VGA_VS;
reg [31:0] pc, lc;
reg [7:0] VGA_R, VGA_G, VGA_B;
reg  VGA_HS, VGA_VS, h_blank, v_blank;
wire VGA_BLANK, VGA_SYNC;
assign VGA_SYNC = 0;
assign VGA_BLANK = h_blank || v_blank;
assign VGA_CLK = clk;
reg [7:0]r,g,b;
always @(posedge clk or negedge rst)
if (rst==1'b0)begin
	height1=40;
	height2=40;
	end
else begin
	if (in1>in2)begin
		height1<=40;
		height2<=600-560*in2/in1;
		end
	if (in2>in1) begin	
		height2<=40;
		height1<=600-560*in1/in2;
		end
	if(in1==in2) begin 
		height2<=40;
		height1<=40;
		end 
	if (in1==0 &&in2==0)begin
		height1<=600;
		height2<=600;
	end
	end
parameter
		sqpclx=250,sqpcrx=1040,sqlctx=600, sqlcbx=610;
parameter
		sqpcly=250,sqpcry=260,sqlcty=40, sqlcby=610;
parameter
		sqpcl1=400,sqpcr1=500, sqlcb1=600;
parameter
		sqpcl2=800,sqpcr2=900, sqlcb2=600;
parameter
		sqpclg1=250,sqpcrg1=1040,sqlctg1=544, sqlcbg1=545;
parameter
		sqpclg2=250,sqpcrg2=1040,sqlctg2=488, sqlcbg2=489;
parameter
		sqpclg3=250,sqpcrg3=1040,sqlctg3=432, sqlcbg3=433;
parameter
		sqpclg4=250,sqpcrg4=1040,sqlctg4=376, sqlcbg4=377;
parameter
		sqpclg5=250,sqpcrg5=1040,sqlctg5=320, sqlcbg5=321;
parameter
		sqpclg6=250,sqpcrg6=1040,sqlctg6=264, sqlcbg6=265;
parameter
		sqpclg7=250,sqpcrg7=1040,sqlctg7=208, sqlcbg7=209;
parameter
		sqpclg8=250,sqpcrg8=1040,sqlctg8=152, sqlcbg8=153;
parameter
		sqpclg9=250,sqpcrg9=1040,sqlctg9=96, sqlcbg9=97;
always@(posedge clk or negedge rst)
begin
	if (rst==1'b0)
		begin
		r<=8'hff;
		g<=8'hff;
		b<=8'hff;
		end
		else
		begin 
			if((pc>=sqpclx && pc<=sqpcrx)&&(lc>=sqlctx && lc <=sqlcbx)) 
			begin
				r<=8'h0;
				g<=8'hff;
				b<=8'h0;
			end
			else if ((pc>=sqpcly && pc<=sqpcry)&&(lc>=sqlcty && lc <=sqlcby)) 
			begin
				r<=8'h0;
				g<=8'hff;
				b<=8'h0;
			end
			else if ((pc>=sqpcl1 && pc<=sqpcr1)&&(lc>=height1 && lc <=sqlcb1)) 
			begin
				r<=8'hff;
				g<=8'h0;
				b<=8'h0;
			end
			else if ((pc>=sqpcl2 && pc<=sqpcr2)&&(lc>=height2 && lc <=sqlcb2)) 
			begin
				r<=8'h0;
				g<=8'h0;
				b<=8'hff;
			end
			else if ((pc>=sqpclg1 && pc<=sqpcrg1)&&(lc>=sqlctg1 && lc <=sqlcbg1))
			begin
				r<=8'h0;
				g<=8'h0;
				b<=8'h0;
			end
			else if ((pc>=sqpclg2 && pc<=sqpcrg2)&&(lc>=sqlctg2 && lc <=sqlcbg2))
			begin
				r<=8'h0;
				g<=8'h0;
				b<=8'h0;
			end
			else if ((pc>=sqpclg3 && pc<=sqpcrg3)&&(lc>=sqlctg3 && lc <=sqlcbg3))
			begin
				r<=8'h0;
				g<=8'h0;
				b<=8'h0;
			end
			else if ((pc>=sqpclg4 && pc<=sqpcrg4)&&(lc>=sqlctg4 && lc <=sqlcbg4))
			begin
				r<=8'h0;
				g<=8'h0;
				b<=8'h0;
			end
			else if ((pc>=sqpclg5 && pc<=sqpcrg5)&&(lc>=sqlctg5 && lc <=sqlcbg5))
			begin
				r<=8'h0;
				g<=8'h0;
				b<=8'h0;
			end
			else if ((pc>=sqpclg6 && pc<=sqpcrg6)&&(lc>=sqlctg6 && lc <=sqlcbg6))
			begin
				r<=8'h0;
				g<=8'h0;
				b<=8'h0;
			end
			else if ((pc>=sqpclg7 && pc<=sqpcrg7)&&(lc>=sqlctg7 && lc <=sqlcbg7))
			begin
				r<=8'h0;
				g<=8'h0;
				b<=8'h0;
			end
			else if ((pc>=sqpclg8 && pc<=sqpcrg8)&&(lc>=sqlctg8 && lc <=sqlcbg8))
			begin
				r<=8'h0;
				g<=8'h0;
				b<=8'h0;
			end
			else if ((pc>=sqpclg9 && pc<=sqpcrg9)&&(lc>=sqlctg9 && lc <=sqlcbg9))
			begin
				r<=8'h0;
				g<=8'h0;
				b<=8'h0;
			end
			else
			begin 
				r<=8'hff;
				g<=8'hff;
				b<=8'hff;
			end
		end
end
parameter hpixeltotal = 1056;
parameter hpixelwith =     800;
parameter hsynctime = 80;
parameter hfpte = 240;
parameter hbpts = 1040;
parameter vpixeltotal = 625;
parameter vpixelwith =  600;
parameter vsynctime = 3;
parameter vfpte = 24;
parameter vbpts =  624;
always@(posedge clk or negedge rst)
begin
	if (rst==1'b0)
		begin
		pc<=32'd0;
		lc<=32'd0;
		end
		else
		if (pc>hpixeltotal)
			begin
				pc<=32'd0;
				if (lc>vpixeltotal)
					lc<=32'd0;
				else
					lc<= lc+1;
			end
		else
			pc<= pc+1;
end
always@(posedge clk or negedge rst)
begin
	if (rst == 1'b0)
		begin 
		VGA_HS<=1'b0;
		h_blank<=1'b1;
		end
	else
	begin
	if (pc<hsynctime)
		VGA_HS<=1'b0;
	else
		VGA_HS<=1'b1;
	if ((pc>=hsynctime && pc<hfpte)|| (pc>=hbpts))
		h_blank<=1'b0;
	else
		h_blank<=1'b1;
	if (pc>=hfpte && pc<hbpts)
		begin
		VGA_R<=r;
		VGA_G<=g;
		VGA_B<=b;
		end
	else
		begin
		VGA_R<=8'h00;
		VGA_G<=8'h00;
		VGA_B<=8'h00;
		end
	end 
end 
always@(posedge clk or negedge rst)
begin 
	if (rst ==1'b0)
		begin
		VGA_VS<=1'b0;
		v_blank <= 1'b0;
		end
	else
	begin
	if (lc<vsynctime)
		VGA_VS<=1'b0;
	else
		VGA_VS <= 1'b1;
	if ((lc >=vsynctime && lc<vfpte)|| lc>=vbpts)
		v_blank<=1'b1;
	else
		v_blank <= 1'b0;
	end 
end
endmodule
==> flow/run.sh <==
#!/bin/bash
# OpenROAD 26Q1-2900-gdf79404cd8, Yosys 0.63+post, stock flow scripts
make -C /OpenROAD-flow-scripts/flow DESIGN_CONFIG=/design/flow/config.mk WORK_HOME=/design/flow/orfs finish
==> flow/config.mk <==
export PLATFORM = sky130hd
export DESIGN_NAME = vga_out
export DESIGN_NICKNAME = vga_out
export VERILOG_FILES = /design/flow/design.v
export SDC_FILE = /design/flow/constraint.sdc
export NUM_CORES = 4
export LEC_CHECK = 1
export CORE_UTILIZATION = 30
==> flow/constraint.sdc <==
current_design vga_out

set clk_period 7.8
set clk_io_pct 0.2

create_clock -name clk0 -period $clk_period [get_ports {clk}]

set non_clock_inputs [all_inputs -no_clocks]
set_input_delay [expr $clk_period * $clk_io_pct] -clock clk0 $non_clock_inputs
set_output_delay [expr $clk_period * $clk_io_pct] -clock clk0 [all_outputs]
==> Slide: Implementation Results <==
Physical Implementation Snapshot

Route
  • Antenna violation net count after detailed routing: 0
  • First drt pass iteration count: 5
  • Number of remaining DRC errors: 0
  • Number of vias after detailed routing: 41900
  • Vias per std cell: 5.25
  • Count of routing violations after the opening detailed-route iteration: 2598
  • Final WL: 134000 um
  • Routed length per instance: 16.8 um

Synth
  • Total standard cell area after synthesis: 32500 sq um
  • Number of distinct library cells after synthesis: 121
  • Cell count after synthesis: 4469
  • Number of cells in Yosys stat: 4469
  • Synth top area cells: ha_1 (21%), dfrtp_1 (7.3%), a21oi_1 (5.0%), nor2_1 (4.9%), nand2_1 (4.8%)
  • Yosys top cell by area: ha_1
  • Synth warn: 1
  • Summed standard-cell area reported by yosys: 32500 sq um
  • Per-instance average area after synthesis: 7.28 sq um
  • Flip-flop cell with the highest count after synthesis: dfrtp_1
  • Fraction of registers with async set or reset after synthesis: 97.2%
  • Area share, top type: 21.3%
  • EDFF count, synth: 3
  • Registers, synthesis: 106
  • Sequential fraction of the synthesis area: 8.23%

Floorplan
  • Starting utilization of the core area: 30.3%
  • Height of the chip: 331 um
  • Total Die Area: 110000 sq um
  • Placeable core region: 107000 sq um
  • Width of the die: 331 um
  • Number of I/O pins: 63
  • Placement row count: 120

Timing
  • Post-route setup slack: -70.50 ns
  • Final-report setup violation count: 32
  • Worst Max-Slew Pin Slew: 0.877 ns
  • Number of slew-limit violations in the final report: 0
  • Worst setup skew after layout: 0.0104 ns
  • Slew headroom: 40.1%
  • Post-layout minimum cycle time: 78.30 ns
  • Setup repair after global routing missed its margin: true
  • Tightest hold margin: 0.496 ns
  • Portion of the clock cycle consumed by the worst path in the final layout: 1000%
  • Number of endpoints with negative hold slack in the final report: 0
  • Highest attainable clock frequency: 12.8 MHz

Final layout
  • Most used logic cell in the final layout: buf_4
  • Final standard cell count with taps included and fillers excluded: 7981
  • Share of post-route cells with drive strength above 1: 43.6%
  • Area added between synthesis and finish: 66.7%
  • Share of the core filled with cells: 50.5%
  • Number of fill cells in the layout: 9324
  • Leading cell types in the layout, fill and taps excluded: buf_4 (2100), ha_1 (476), nand2_1 (381)
  • Comb. cell area: 31600 sq um
  • Sequential cell area: 2680 sq um

Global routing
  • Remaining global-route overflow: 0
  • Via count of the first global-routing pass: 39400
  • First-pass GRT wire length: 208000 um
  • Pin count of the biggest net entering global routing: 65
  • Number of antenna violations at the first check in global routing: 2
  • Total global routing track utilization: 23.6%

Clock tree
  • Clock transition time at the flip-flop clock pins of the worst setup and hold paths: 0.07 ns
  • CTS tree: yes
  • Cts-stage hold buffer count: 0
  • Clock latency on the worst-skew pair: 0.46 ns

Flow run
  • Count of maximum capacitance violations: 0
  • Tool Warnings: 52

Place
  • Final weighted congestion in routability-driven placement: 1.00
  • Detail Placement HPWL: 102000 um
  • Total placed cells including tap cells: 7512
  • I/O Buffers: 61

Min path
  • Classification of the worst-slack hold path: reg2reg

Setup path
  • Depth of the worst register-to-register path: 23
  • Top delay family on crit path: AND-OR/OR-AND gates
  • Worst path max stage delay: 0.57 ns
  • Required arrival time at the worst endpoint: 8.13 ns
  • Slack of the worst reg-to-reg path: 3.70 ns
  • Worst flop-to-flop path endpoint: g[6]
  • Category of the most critical setup path: in2reg
  • Start of the worst register-to-register path: lc[0]
  • First element of the critical path: in1[1]
  • Crit path max fanout: 8
  • Endpoint arrival time on the critical path: 78.62 ns
  • Kind of end point of the critical path: flip-flop
  • Most Frequent Cell on Critical Path: o21a_1
  • Critical Path Slowest Stage Cell: or4_4
  • Number of buffer and inverter instances along the worst setup path: 84
  • Critical Path Start Type: primary input
  • Depth of the critical timing path with buffers and inverters included: 461
  • Crit path capture: height1[14]

Run status
  • Outcome: finished with violations
  • Violations in the final reports: negative setup slack
[cell families after synthesis]
kind of cell               synth area share, %
xor gates and xnor gates                  6.70
and+or+nand+nor                           26.1
other                                   0.0115
AOI/OAI and AO/OA                         27.7
muxes                                     3.50
DFF                                       8.23
buffers and inverters                     4.90
adders and majority gates                 22.8
[area by class of cell]
type	count	area share, %
flip-flops and latches	106	4.94
diodes	1	0.00461
repair buffers	2203	31.1
clock inverters	7	0.161
inverters	244	1.72
multi-input cells	4004	58.3
well taps	1403	3.24
clock buffers	13	0.572
[worst min path at each step]
stage,start,endpoint,slack [ns],cells past startpoint
4_1_cts,pc[0],pc[0],0.50,1
5_1_grt,pc[0],pc[0],0.52,1
6_report,pc[0],pc[0],0.50,1
[per-layer routing]
layer | GRT usage (%) | up-vias | routed length [um]
met4 | 5.52 | 0 | 4100
met3 | 2.64 | 271 | 8800
met2 | 36.9 | 1293 | 57500
li1 | - | 20800 | -
met5 | 0 | - | 0
met1 | 34.7 | 19500 | 63500
[Yosys cell counts (30+ instances only)]
master / n
o21bai_1: 30
o21ai_0: 223
or3_1: 55
or2_2: 61
o211ai_1: 40
a21o_1: 78
xor2_1: 104
nor2_1: 428
xnor2_1: 145
a31oi_1: 51
nand3_1: 93
nand4_1: 61
and2_1: 51
ha_1: 554
a21oi_1: 324
and3_1: 35
mux2_2: 73
o31ai_1: 93
nor2b_1: 50
nor4_1: 42
nor3_1: 234
dfrtp_1: 95
inv_1: 242
o21a_1: 203
nand2_1: 416
clkbuf_1: 82
nand2b_1: 61
[metrics by stage]
step,cell area [sq um],setup WS (ns),setup TNS [ns]
floorplan,34300,-75.65,-2397.33
global placement,48300,-72.81,-2313.44
detailed placement,48300,-74.09,-2354.78
CTS,52100,-69.64,-2211.99
global route,54200,-74.61,-2370.77
finish,54200,-70.50,-2239.90
[state kept, by name (all words and copies together), names as in the netlist]
| signal | count |
|---|---|
| v_blank | 1 |
| r | 1 |
| height1 | 16 |
| VGA_R | 1 |
| g | 1 |
| height2 | 16 |
| b | 1 |
| VGA_B | 1 |
| pc | 32 |
| VGA_G | 1 |
| lc | 32 |
| h_blank | 1 |
| VGA_HS | 1 |
| VGA_VS | 1 |
[repair_timing]
action | CTS | global route
pin swaps | 198 | 179
cloned | 1 | 1
resized | 250 | 286
setup buffers | 329 | 121
setup endpoints to repair | 32 | 32
