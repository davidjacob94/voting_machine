**/design/flow/run.sh**
```bash
#!/bin/bash
# OpenROAD 26Q1-2900-gdf79404cd8, Yosys 0.63+post, stock flow scripts
make -C /OpenROAD-flow-scripts/flow DESIGN_CONFIG=/design/flow/config.mk WORK_HOME=/design/flow/orfs finish
```
**/design/flow/design.v**
```verilog
module sevseg(in, mode, ones, tens, hundreds, thousands);
	input [2:0] mode;
	input[16:0] in;
	output [6:0] ones;
	output[6:0] tens;
	output[6:0] hundreds;
	output [6:0] thousands;
	wire [2:0] mode;  
	reg [6:0] ones;
	reg [6:0] tens;
	reg[6:0] hundreds;
	reg [6:0] thousands;
always @(*)
begin		
	if (mode == 3'b111) begin
		case({in[3], in[2], in[1], in[0]})
			4'h0: ones = 7'b1000000;
			4'h1: ones = 7'b1111001;
			4'h2: ones = 7'b0100100;
			4'h3: ones = 7'b0110000;
			4'h4: ones = 7'b0011001;
			4'h5: ones = 7'b0010010;
			4'h6: ones = 7'b0000010;
			4'h7: ones = 7'b1111000;
			4'h8: ones = 7'b0000000;
			4'h9: ones = 7'b0010000;
			4'ha: ones = 7'b0001000;
			4'hb: ones = 7'b0000011;
			4'hc: ones = 7'b1000110;
			4'hd: ones = 7'b0100001;
			4'he: ones = 7'b0000110;
			4'hf: ones = 7'b0001110;
			default: ones = 7'b1111111;
		endcase
		case({in[7], in[6], in[5], in[4]})
			4'h0: tens = 7'b1000000;
			4'h1: tens = 7'b1111001;
			4'h2: tens = 7'b0100100;
			4'h3: tens = 7'b0110000;
			4'h4: tens = 7'b0011001;
			4'h5: tens = 7'b0010010;
			4'h6: tens = 7'b0000010;
			4'h7: tens = 7'b1111000;
			4'h8: tens = 7'b0000000;
			4'h9: tens = 7'b0010000;
			4'ha: tens = 7'b0001000;
			4'hb: tens = 7'b0000011;
			4'hc: tens = 7'b1000110;
			4'hd: tens = 7'b0100001;
			4'he: tens = 7'b0000110;
			4'hf: tens = 7'b0001110;
			default: tens = 7'b1111111;
	endcase
		case({in[11], in[10], in[9], in[8]})
			4'h0: hundreds = 7'b1000000;
			4'h1: hundreds = 7'b1111001;
			4'h2: hundreds = 7'b0100100;
			4'h3: hundreds = 7'b0110000;
			4'h4: hundreds = 7'b0011001;
			4'h5: hundreds = 7'b0010010;
			4'h6: hundreds = 7'b0000010;
			4'h7: hundreds = 7'b1111000;
			4'h8: hundreds = 7'b0000000;
			4'h9: hundreds = 7'b0010000;
			4'ha: hundreds = 7'b0001000;
			4'hb: hundreds = 7'b0000011;
			4'hc: hundreds = 7'b1000110;
			4'hd: hundreds = 7'b0100001;
			4'he: hundreds = 7'b0000110;
			4'hf: hundreds = 7'b0001110;
			default: hundreds = 7'b1111111;
		endcase
		case({in[15], in[14], in[13], in[12]})
			4'h0: thousands = 7'b1000000;
			4'h1: thousands = 7'b1111001;
			4'h2: thousands = 7'b0100100;
			4'h3: thousands = 7'b0110000;
			4'h4: thousands = 7'b0011001;
			4'h5: thousands = 7'b0010010;
			4'h6: thousands = 7'b0000010;
			4'h7: thousands = 7'b1111000;
			4'h8: thousands = 7'b0000000;
			4'h9: thousands = 7'b0010000;
			4'ha: thousands = 7'b0001000;
			4'hb: thousands = 7'b0000011;
			4'hc: thousands = 7'b1000110;
			4'hd: thousands = 7'b0100001;
			4'he: thousands = 7'b0000110;
			4'hf: thousands= 7'b0001110;
			default: thousands = 7'b1111111;
		endcase
		end
		else if (mode == 3'b101) begin
			thousands = 7'b1000110;
			hundreds = 7'b1000000;
			tens = 7'b0101011;
			ones = 7'b0001110;
		end	
		else begin
			ones = 7'b1111111;
			tens = 7'b1111111;
			hundreds = 7'b1111111;
			thousands = 7'b1111111;
		end
end
endmodule
```
**/design/flow/constraint.sdc**
```tcl
current_design sevseg

set clk_period 2.4
set clk_io_pct 0.2

create_clock -name clk0 -period $clk_period

set non_clock_inputs [all_inputs -no_clocks]
set_input_delay [expr $clk_period * $clk_io_pct] -clock clk0 $non_clock_inputs
set_output_delay [expr $clk_period * $clk_io_pct] -clock clk0 [all_outputs]
```
**/design/flow/config.mk**
```make
export PLATFORM = sky130hd
export DESIGN_NAME = sevseg
export DESIGN_NICKNAME = sevseg
export VERILOG_FILES = /design/flow/design.v
export SDC_FILE = /design/flow/constraint.sdc
export NUM_CORES = 4
export LEC_CHECK = 1
export CORE_AREA = 10 10 84 84
export DIE_AREA = 0 0 94 94
```
==> impl_metrics.json <==
{
  "postSynthAreaPerCell_um2": 7.45,
  "hold_viol": 0,
  "vdd_ir_drop_max_mv": 0.0598,
  "drv_slew": 0,
  "synth_warnings": 1,
  "power_switching_share_pct": 43.3,
  "cellLeakagePower_nw": 0.979,
  "fp.dieW_um": 94,
  "yosys.cell_types.count": 37,
  "warnings": 57,
  "power_density_nw_per_um2": 137,
  "portBuffers": 47,
  "hp-start": "in[8]",
  "clkPwrFrac_pct": 0,
  "mux_share_pct": 14.6,
  "grt_max_degree": 15,
  "fa_ha_area_share_pct": 28.5,
  "worstMarginPinSlew_ps": 309,
  "core_um2": 5200,
  "area_growth_pct": 74.8,
  "num_rows": 26,
  "drtPass1Iterations": 4,
  "synth_area_um2": 1230,
  "aoi_share_pct": 25.8,
  "maxCapViolCount": 0,
  "via_per_inst": 4.61,
  "place_congestion": 0.823,
  "critPathLaunch": "in[5]",
  "xor_share_pct": 0,
  "switching_power_uw": 127,
  "yosysChipArea_um2": 1230,
  "drt-initial-drc-count": 29,
  "first_global_vias": 1356,
  "antenna_found_initial": 0,
  "p_int_uw": 167,
  "setup-tns-final_ps": 0,
  "p_seq_share_pct": 0,
  "finalCritPeriodShare_pct": 96.2,
  "dp_hpwl_mm": 3.23,
  "ys_cells": 165,
  "dieArea_um2": 8840,
  "ios": 48,
  "ys_top_logic_family": "adder cells",
  "drive_gt1_share_pct": 34.4,
  "design_area_um2": 2150,
  "critical_path_class": "in2out",
  "diodes": 0,
  "fin_total_pwr_uw": 294,
  "finalCriticalPeriod_ps": 2310,
  "setup_viol": 0,
  "synthSimpleGateAreaFrac_pct": 22.2,
  "synthCells": 165,
  "clock_buffers": 0,
  "clock.fmax_ghz": 0.433,
  "register_area_um2": 0,
  "num-fill-cells": 540,
  "yosysTopAreaCell": "ha_1",
  "synth_seq_share_pct": 0,
  "wl_mm": 3.93,
  "topCellsByArea": "ha_1, mux2i_1, o211ai_1",
  "hp-class": "in2out",
  "comb_power_share_pct": 100.0,
  "fp_util_pct": 23.6,
  "grt_usage_pct": 8.50,
  "synth_top_area_share_pct": 28.5,
  "timing.final.ws_setup_ps": 90.7,
  "cp-start-kind": "input pin",
  "vias": 1475,
  "status": "finished, final reports clean",
  "grt_first_pass_wirelength_mm": 6.37,
  "drc": 0,
  "dpl_worst_slack_ps": -429,
  "wire_per_inst_um": 12.3,
  "rsz0062_at_grt": "no",
  "crit_required_ps": 1920,
  "nFlopsAndLatches": 0,
  "place_area_um2": 2060,
  "chipHeight_um": 94,
  "final_antenna_net_count": 0,
  "relSlewSlack_pct": 79.4,
  "endpoint_kind": "output pin",
  "overflow": 0,
  "path_max_fanout": 3,
  "crit_arrival_ps": 1830
}
==> Yosys cell counts (2+ instances only) <==
master	n
ha_1	28
nand2_1	18
inv_1	12
mux2i_1	10
nor2_1	10
o211ai_1	10
buf_2	7
nand2b_1	7
o21ai_0	6
a21oi_1	5
mux2_2	5
o311ai_1	5
nand3_1	4
nor2b_1	4
a21o_1	3
buf_4	3
o21ai_1	3
o221ai_1	3
a31oi_1	2
and2_1	2
clkbuf_1	2
==> kinds of logic (layout without fill, tap and decap cells) <==
logic type,Yosys count,after routing
compound gates,45,45
mux,16,16
fa+ha+maj,28,28
buf+inv,24,109
simple gates,52,52
==> through the flow <==
stage | utilization (%) | instances | hold WS, ps
2_1_floorplan | - | 165 | 1020
3_3_place_gp | 39.6 | 315 | 2090
3_5_place_dp | 39.6 | 315 | 2090
4_1_cts | 41.4 | 320 | 1650
5_1_grt | 41.3 | 320 | 1550
6_report | 41.3 | 320 | 1450
==> metal layers <==
metal  up-vias  track usage, %  share of wire (%)
li1        772               -                  -
met1       672            11.2                 47
met2        31            15.0                 48
met3         0            1.37                5.1
met4         0               0                  0
met5         -               0                  0
==> cell usage in the layout (no fill, tap or decap), types with 6 or more instances in the layout <==
master,synthesis,layout
ha_1,28,20
nand2b_1,7,7
nand2_1,18,17
mux2i_1,10,10
dlygate4sd2_1,0,30
buf_6,0,9
inv_2,0,8
ha_2,0,6
nor2_1,10,10
o211ai_1,10,10
clkdlybuf4s50_1,0,7
buf_4,3,39
==> final cells by class <==
| type | count | area [µm²] | area share (%) |
|---|---|---|---|
| inverters | 12 | 45.0 | 2.10 |
| well taps | 70 | 87.6 | 4.08 |
| multi-input cells | 141 | 1180 | 54.8 |
| repair buffers | 97 | 838 | 39.0 |
==> what timing repair did <==
| item | in CTS | in global routing |
|---|---|---|
| pin swaps | 8 | 3 |
| endpoints found under the hold margin | 0 | 0 |
| gates cloned | 1 | 0 |
| buffers inserted | 4 | 0 |
| setup endpoints to repair | 28 | 8 |
| resized | 73 | 15 |
| hold buffers | 0 | 0 |
==> worst max-delay path, cell delays in order <==
cell and delay (ps):
clkdlybuf4s15_2 220, ha_4 130, or3b_1 330, o21ai_1 80
a21o_1 120, clkdlybuf4s50_1 450
==> power groups by stage <==
stage	combinational (mW)	clock, mW	sequential, mW
after CTS	0.299	0	0
after global routing	0.329	0	0
final	0.294	0	0
==> final timing paths <==
kind | slack [ps] | endpoint | depth (start not counted)
worst min-delay path | 1450 | hundreds[1] | 5
worst max-delay path | 90 | tens[2] | 6
Power figures rest on the tool's default switching activity, not on a simulated workload.
